**flow/config.mk**
```make
export PLATFORM = sky130hd
export DESIGN_NAME = GPIO
export DESIGN_NICKNAME = GPIO
export VERILOG_FILES = /design/flow/design.v
export SDC_FILE = /design/flow/constraint.sdc
export NUM_CORES = 4
export LEC_CHECK = 1
export CORE_UTILIZATION = 50
```
**flow/constraint.sdc**
```tcl
current_design GPIO

set clk_period 6.0
set clk_io_pct 0.2

create_clock -name clk0 -period $clk_period [get_ports {PCLK}]

set non_clock_inputs [all_inputs -no_clocks]
set_input_delay [expr $clk_period * $clk_io_pct] -clock clk0 $non_clock_inputs
set_output_delay [expr $clk_period * $clk_io_pct] -clock clk0 [all_outputs]
```
**flow/design.v**
```verilog
module GPIO(PCLK,PSEL,PENABLE,PADDR,PWRITE,PWDATA,gpio_in,gpio_out,gpio_dir,PRDATA,PREADY);
  input PCLK,PSEL,PENABLE,PWRITE;
  input [3:0]PADDR;
	input [31:0]PWDATA,gpio_in;
	output reg [31:0]gpio_out,gpio_dir,PRDATA;
	output reg PREADY;
localparam in_adr = 4'h1,
           out_adr = 4'h2,
           dir_adr = 4'h3;
reg [31:0]INPUT,OUTPUT,DIR;
integer i;
always @(posedge PCLK)
  begin
    gpio_dir=DIR;
    for(i=0; i<32; i=i+1)
      begin
        gpio_out[i] <= gpio_dir[i]? OUTPUT[i] : 1'bz;  
        INPUT[i] <= gpio_dir[i]? 1'bz : gpio_in[i];
      end
    if(!PSEL) 
    PREADY=1'b0;
    if (PENABLE && PSEL)
      begin
        PREADY=1'b1;
          if(PWRITE)
            begin
              if(PADDR == out_adr)
                begin
                  OUTPUT=PWDATA;
                end
                else if(PADDR == dir_adr)
                  begin
                    DIR=PWDATA;
                  end
            end
            else
              begin
                if(PADDR == in_adr)
                  begin
                    PRDATA=INPUT;
                  end
                if(PADDR == dir_adr)
                  begin
                    PRDATA=DIR;
                  end
              end
     end
  end
endmodule
```
**flow/run.sh**
```bash
#!/bin/bash
# OpenROAD 26Q1-2900-gdf79404cd8, Yosys 0.63+post, stock flow scripts
make -C /OpenROAD-flow-scripts/flow DESIGN_CONFIG=/design/flow/config.mk WORK_HOME=/design/flow/orfs finish
```
==> out/results.txt <==
worst vdd ir -> 259 uV
First DRT Iteration DRCs -> 76
Post-synth regs -> 193
total CTS buffers -> 17
final wirelength -> 9350 um
yosys synthesis chip area -> 0.00542 mm2
maximum fanout along the worst path -> 33
fp_density -> 52.0%
root buf cell -> clkbuf_8
largest net degree at the start of global routing -> 34
clock tree buffer depth -> 2
Layout Cells excl Fill -> 573
ys cells -> 236
gr ovfl total -> 0
actual slew at the worst max-slew pin -> 0.631 ns
Gate power share -> 3.4%
# rows -> 37
synthesized area per cell -> 23.0 um2
share of cells above drive strength 1 -> 15.3%
core area -> 0.0104 mm2
ant diodes -> 0
highest clock rate -> 0.314 GHz
vias in the first global route -> 2,701
Worst Reg2Reg Path Length in Cells -> 1
Area growth, synth to finish -> 43.1%
clock skew -> 0.00470 ns
Post-CTS Resized -> 0
Hold Vio Cnt, Final -> 0
power share of the clock group -> 39.3%
Hold-fix buffers, CTS -> 0
worst flop-to-flop path startpoint -> DIR[16]
Vias per Instance -> 4.46
CTS tree -> done
WS Path Type -> input pin to register
Worst-path clk slew -> 0.06 ns
initial antenna violation count -> 0
Synth top area share -> 53.2%
WL/cell -> 16.3 um
GPL Wtd Cong -> 0.756
r2r setup slk -> 5.07 ns
total die area -> 0.0113 mm2
Setup crit end -> DIR[7]
TNS Setup -> 0 ns
top cells by area -> edfxtp_1, dfxtp_1, mux2_4
Synth area leader -> edfxtp_1
Critical Path Start Type -> input pin
final setup vio count -> 0
H-tree lvl count -> 4
via count -> 2,555
RR Endpoint -> PRDATA[16]
Pint -> 0.00200 W
Routed Antenna Nets -> 0
slew margin rel. -> 57.9%
Tcrit/Tclk final -> 53.1%
first-pass GRT wire length -> 14,400 um
Mapped Cells -> 236
setup repair after global routing missed its margin -> no
I/O Buffers -> 168
placed instance count -> 541
Die Span Y -> 106 um
Sink Count -> 193
Die X -> 106 um
register share after synthesis -> 89.0%
TritonRoute pass-1 iters -> 5
switching share of power -> 18.4%
leakage power -> 2.85 nW
Yosys warnings -> 3
pwr/cell area -> 316 mW/mm2
worst endpoint required time -> 6.20 ns
Setup Buffers After CTS -> 0
shortest period the worst path allows -> 3.19 ns
net switching power -> 0.000453 W
Data arrival, critical path -> 3.39 ns
All-Layer GR Usage -> 19.1%
Crit. End Element -> register
# IOs -> 169
Netlist Area Pre-Place -> 0.00542 mm2
Log Warnings -> 26
DRC Markers -> 0
filler cell count -> 623
register share of total power -> 57.3%
max_cap viols -> 0
Latency at later pin -> 0.53 ns
count of pins over their slew limit -> 0
outcome -> finished clean
path category of the worst min-delay check -> register to register
post-synth cell types -> 13
critical path startpoint -> PADDR[0]
Final HPWL DP -> 5740 um
==> through the flow <==
step	hold WS (ns)	util, %	setup WS, ns	instance area [um2]	power (W)
detailed placement	0.327	69.6	2.23	7250	0.00152
floorplan	0.323	-	1.73	5420	0.00146
finish	0.341	74.5	2.81	7760	0.00246
global placement	0.324	69.6	2.22	7250	0.00152
CTS	0.342	74.5	2.79	7760	0.00248
global route	0.347	74.5	2.68	7760	0.00254
==> sequential cells by signal, summed over array words and instances (netlist names) <==
name and flops:
DIR 32, INPUT 32, OUTPUT 32, PRDATA 32, PREADY 1, gpio_dir 32, gpio_out 32
==> how the worst min path moves through the flow <==
stage / cells past startpoint / from / end / slack (ns)
4_1_cts: 0 / OUTPUT[20] / gpio_out[20] / 0.34
5_1_grt: 0 / OUTPUT[7] / gpio_out[7] / 0.35
6_report: 0 / OUTPUT[11] / gpio_out[11] / 0.34
==> cell type report <==
| type | instances | area [um2] | area share (%) |
|---|---|---|---|
| Sequential cell | 193 | 4820 | 62.2 |
| Timing Repair Buffer | 173 | 1720 | 22.2 |
| Multi-Input combinational cell | 39 | 537 | 6.92 |
| Clock buffer | 25 | 474 | 6.11 |
| Tap cell | 136 | 170 | 2.19 |
| Clock inverter | 7 | 33.8 | 0.435 |
==> cell families (layout without fill, tap and decap cells) <==
kind of cell	count (synthesis)	count (layout)	synth area share [%]
compound gates	1	1	0.139
buf+inv	4	205	1.32
simple gates	6	6	0.900
mux	32	32	8.65
flops	193	193	89.0
==> worst max-delay path, stage by stage <==
cell and delay [ns]:
clkdlybuf4s50_1 0.50, and4bb_2 0.23, buf_4 0.52, and4_2 0.54, buf_4 0.38
==> Yosys cell counts <==
master and n:
and4_1 1, and4bb_1 1, buf_12 3, buf_6 1, dfxtp_1 97, edfxtp_1 96, mux2_2 3, mux2_4 29
nand2_1 1, nand4bb_1 1, nor3_1 1, nor3b_1 1, o21a_1 1
==> power groups by stage <==
| stage | sequential (W) | combinational, W | clock, W |
|---|---|---|---|
| global route | 0.00141 | 0.0000895 | 0.00104 |
| CTS | 0.00141 | 0.0000843 | 0.000987 |
| finish | 0.00141 | 0.0000833 | 0.000966 |
==> metal layers <==
| metal | vias up | GRT usage, % | routed length (um) |
|---|---|---|---|
| met2 | 118 | 26.1 | 4170 |
| li1 | 1236 | - | - |
| met5 | - | 0 | 0 |
| met1 | 1190 | 32.2 | 3980 |
| met4 | 0 | 2.58 | 172 |
| met3 | 11 | 9.44 | 1020 |
==> layout by cell type (no fill, tap or decap), drive strengths merged <==
master	instances
mux2	32
o21a	1
nor3b	1
nand2	1
and4bb	1
dfxtp	97
nand4bb	1
nor3	1
buf	5
clkinv	7
clkbuf	25
and4	1
clkdlybuf4s50	168
edfxtp	96
Power figures rest on the tool's default switching activity, not on a simulated workload.
