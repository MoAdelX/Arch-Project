--- ./run.sh ---
#!/bin/bash
# OpenROAD 26Q1-2900-gdf79404cd8, Yosys 0.63+post, stock flow scripts
make -C /OpenROAD-flow-scripts/flow DESIGN_CONFIG=/design/flow/config.mk WORK_HOME=/design/flow/orfs finish
--- ./design.v ---
module APB_BUS #(parameter DATA_WIDTH = 'd32,ADDRESS_WIDTH = 'd4,STRB_WIDTH = 'd4,SLAVES_NUM = 'd2) 
    (
    input  wire  [DATA_WIDTH-1:0]    PRDATA,
    input  wire  IN_WRITE,
    input  wire  [STRB_WIDTH-1:0]    IN_STRB,
    input  wire  Transfer,PREADY,PSLVERR,PCLK,PRESETn,
    input  wire  [ADDRESS_WIDTH-1:0] IN_ADDR,  
    input  wire  [DATA_WIDTH-1:0]    IN_DATA,
    output reg   [DATA_WIDTH-1:0]    PWDATA, 
    output reg   PWRITE,PENABLE,OUT_SLVERR,
    output reg   [STRB_WIDTH-1:0]    PSTRB      ,
    output reg   [DATA_WIDTH-1:0]    OUT_RDATA  ,
    output reg   [ADDRESS_WIDTH-1:0] PADDR,  
    output reg   [SLAVES_NUM-1:0]  PSEL  
  ); 
  reg  [1:0]  current_state,next_state;  
  localparam   [1:0]   IDLE     = 2'b00 ,
                       SETUP    = 2'b01 ,
                       ACCESS   = 2'b11 ;
  always @(posedge PCLK or negedge PRESETn)
    begin
      if(!PRESETn)
        begin
          current_state <= IDLE;  
        end
      else
        begin
          current_state <= next_state; 
        end 
    end
  always@(*)  
    begin
      case(current_state)            
            IDLE:begin 
                    if(!Transfer)
                      begin next_state = IDLE; end
                    else
                      begin next_state = SETUP; end
                    end
          SETUP:begin next_state = ACCESS; 
                end
          ACCESS:begin
                  if(Transfer & !PSLVERR)  
                    begin
                      if(PREADY)
                      begin next_state = SETUP; end
                  else if(Transfer & !PREADY)
                      begin next_state = ACCESS; end
                    end
                  else 
                    begin next_state = IDLE; end
                  end
          default: next_state = IDLE; 
      endcase
    end
  always @(posedge PCLK, negedge PRESETn) 
    begin
      if (!PRESETn)
        begin PSEL = 'b0; end
      else if (next_state == IDLE)
        begin
          PSEL = 'b0 ;
        end
      else
        begin
     	    case(IN_ADDR[3])  
            1'b0: begin 
                      PSEL = 'b0000_0001 ;
                    end
            1'b1: begin 
                      PSEL = 'b0000_0010 ;
                    end
            default:begin 
                      PSEL = 'b0000_0000 ;
                    end
          endcase
        end
    end  
 always @(posedge PCLK, negedge PRESETn)
   begin
     if(!PRESETn)   
       begin
         PENABLE    <= 1'b0 ;
         PADDR      <= 8'b0 ;
         PWDATA     <=  'b0 ;
         PWRITE     <= 1'b0 ;
         OUT_RDATA  <=  'b0 ;
         PSTRB      <=  'b0 ;
         OUT_SLVERR <= 1'b0 ;
       end
     else if(next_state == SETUP)
       begin
         PENABLE   <= 1'b0     ;  
         PADDR     <= IN_ADDR  ;  
         PWRITE    <= IN_WRITE ;  
         if(IN_WRITE)
           begin
             PWDATA <= IN_DATA ;
             PSTRB  <= IN_STRB ;
           end
         else 
           begin
             PSTRB <= 'b0 ;
           end 
       end
     else if(next_state == ACCESS)
       begin
         PENABLE <= 1'b1;  
         if(PREADY)
           OUT_SLVERR <= PSLVERR; 
           begin
             if(!IN_WRITE)
               begin OUT_RDATA <= PRDATA; end  
           end
          end 
      else
        begin
          PENABLE <= 1'b0;  
        end 
   end 
 endmodule
--- ./constraint.sdc ---
current_design APB_BUS

set clk_period 5.1
set clk_io_pct 0.2

create_clock -name clk0 -period $clk_period [get_ports {PCLK}]

set non_clock_inputs [all_inputs -no_clocks]
set_input_delay [expr $clk_period * $clk_io_pct] -clock clk0 $non_clock_inputs
set_output_delay [expr $clk_period * $clk_io_pct] -clock clk0 [all_outputs]
--- ./config.mk ---
export PLATFORM = sky130hd
export DESIGN_NAME = APB_BUS
export DESIGN_NICKNAME = APB_BUS
export VERILOG_FILES = /design/flow/design.v
export SDC_FILE = /design/flow/constraint.sdc
export NUM_CORES = 4
export LEC_CHECK = 1
export CORE_UTILIZATION = 50
==> Changelog: implementation <==
## Implementation

* Status: finished clean
* Antenna violations before repair at 0
* Yosys stat area at 3170 sq um
* Met2 Resource Use GR at 0.323
* Bufs and invs on worst path at 1
* R2R depth at 5
* Placed cell count at 409
* Leakage at about 0.0022 uW
* Routed vias/inst at 4.85
* PostCTS Resize Cnt at 0
* Hold-fix buffers, CTS at 0
* Initial Utilization at 0.526
* Count of library flops with an enable pin at 0
* Vias at between 2k and 2.5k
* DPL Wire Length at about 4900 microns
* Rows at 28
* Number of fill cells at 346
* Maximum vdd drop at 0.000299 V
* Design Area, Final at between 4000 and 5000 sq um
* Mapped cell area at 3170 sq um
* Layer with the highest usage: met1
* Clock root cell: clkbuf_8
* Largest net degree at the start of global routing at 62
* Maximum clock rate at 293 MHz
* DRT iter0 DRCs at 56
* RSZ-0062 raised after global routing: no
* Delay-heaviest family, CP: simple AND/OR/NAND/NOR gates
* Hold depth at 1
* GR Util met1 at 0.347
* Crit-path max FO at 33
* Global route overflow at 0
* Number of hold violations in the final report at 0
* DRC Markers at 0
* Clock latency on the worst-skew pair at about 0.34 ns
* Reg area at 2010 sq um
* Worst-case clock buffer depth at 2
* Antenna cells at 0
* Die Y at approximately 80 microns
* Vias in the first global route at 2022
* CP Depth at 6
* Clock Skew at 0 ns
* Asr flop ratio synth at 0.975
* CP startpoint kind: input port
* Detailed Routing Iterations Pass 1 at 3
* Register pins left without a clock at 2
* CTS H-tree lvls at 3
* GRT Util Overall at 0.222
* GR Layer Usage met3 at 0.0936
* Area after DPL at 4730 sq um
* Synth flops at 81
* Post-synth top flop: dfrtp_1
* Port Buffers at around 150
* Worst path max stage delay at just under 0.6 ns
* IO Pins at 155
* Hold Slack at 0.508 ns
* Post-CTS Setup Inserts at 0
* Critical Path End Type: register
* First-pass GRT wire length at 10400 microns
* Syn Area/Cell at about 17 sq um
* CTS buffer count at 9
* Final setup fails at 0
* Layout cell share with drive strength beyond 1 at 0.257
* Max-Cap Viols at 0
* Cell Type Count at 20
* Post-Synthesis Cells at 185
* Fin crit period at 3.42 ns
* Setup TNS at 0 ns
* Total Wirelength at 6840 microns
* Worst-path cell chain: clkdlybuf4s50_1, or3b_2, a21boi_0, dlxtn_1, nand3b_4, mux2_2
* Die Size at between 6000 and 7000 sq um
* WP data arrival at roughly 3.6 ns
* Layout area overhead at 55.8%
* ANT nets after route at 0
* Final worst-path cycle share at 0.670
* Crit Path Class: in2reg
* Log Warnings at 26
* Yosys warns at 1
* Pins over their slew limit at 0
* Slew margin rel. at 0.414
* Least-Margin Pin Slew at a little under 0.9 ns
* Die W at 81.6 microns
* Clk slew on worst S/H paths at 0.08 ns
* RePlAce Congestion at 0.784
* Endpoints left unconstrained at 2
* Std-Cell Core Area at between 6000 and 7000 sq um
* Worst EP required at roughly 5.3 ns
* Logic area at between 1000 and 1500 sq um
* Yosys cell count at about 190
* Hold crit path type: reg2reg
* TritonCTS clock tree: yes
* Drt wl/cell at 16.1 microns
* Post-Layout Cell Count at 425
* Pwr dens at between 300 and 400 nW/um^2
* Critical Path Slowest Stage Cell: nand3b_4
-- cell type report --
type / instances / area share
flip-flops and latches: 81 / 0.407
clock buffers: 10 / 0.0279
well taps: 75 / 0.0190
multi-input cells: 93 / 0.216
repair buffers: 155 / 0.313
clock inverters: 6 / 0.0134
inverters: 5 / 0.00380
-- cell usage after synthesis (2+ instances only) --
cell       n  share of area
mux2_4    31           0.15
clkbuf_8   2         0.0087
dfrtp_1   79           0.62
nand3b_4   2          0.013
dlxtn_1    2         0.0095
inv_1      5         0.0059
mux2_2    38           0.14
nand2_1    4         0.0047
mux2i_1    4          0.013
buf_6      4          0.014
nor2_1     3         0.0036
o21ai_0    2         0.0032
nor2b_1    2         0.0040
-- flip-flops by register name (all words and copies together), names as in the netlist --
name and cells:
OUT_RDATA 32, PWDATA 32, PADDR 4, PSTRB 4, PSEL 2, current_state 2
next_state 2, OUT_SLVERR 1, PENABLE 1, PWRITE 1
-- layer usage --
layer / part of all wire / up-vias
met2: 0.46 / 96
li1: - / 956
met5: 0 / -
met1: 0.42 / 1001
met4: 0.012 / 0
met3: 0.10 / 7
-- where the power goes --
| part | total, uW | internal, uW | switching [uW] |
|---|---|---|---|
| combinational | 305 | 247 | 58.7 |
| clock | 469 | 242 | 227 |
| sequential | 744 | 702 | 41.6 |
| total | 1520 | 1190 | 327 |
-- cell usage in the layout, fill, tap and decap left out, types with 3 or more instances in the layout --
cell	instances
clkbuf_8	10
clkdlybuf4s50_1	153
dfrtp_1	79
inv_1	5
mux2_2	38
mux2_4	31
mux2i_1	4
nand2_1	4
nor2_1	3
-- through the flow --
step	utilization	total power [uW]	worst slack, ns
final	0.819	1520	1.68
after global routing	0.819	1600	1.55
after CTS	0.819	1540	1.69
after detailed placement	0.785	1060	1.33
after global placement	0.785	1050	1.39
after floorplan	-	823	2.21
-- cell families (layout without fill, tap and decap cells) --
group	Yosys count	in the layout	share of synthesized area
flops	79	79	0.624
compound gates	3	3	0.00553
simple gates	15	15	0.0336
mux	73	73	0.295
other cells	1	2	0.00118
latches	2	2	0.00948
buf+inv	12	176	0.0312
-- worst paths after layout --
| check | slack (ns) | to | from |
|---|---|---|---|
| min | 0.51 | OUT_RDATA[10] | OUT_RDATA[10] |
| max in group asynchronous | 3.56 | PWDATA[31] | PRESETn |
| max | 1.68 | PWDATA[0] | Transfer |
| min reg2reg | 0.51 | OUT_RDATA[10] | OUT_RDATA[10] |
| max reg2reg | 2.73 | PADDR[1] | current_state[0] |
| min in group asynchronous | 0.53 | OUT_RDATA[12] | PRESETn |
Power is estimated from default activity; no workload was simulated.
