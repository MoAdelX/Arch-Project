[flow/run.sh]
#!/bin/bash
# OpenROAD 26Q1-2900-gdf79404cd8, Yosys 0.63+post, stock flow scripts
make -C /OpenROAD-flow-scripts/flow DESIGN_CONFIG=/design/flow/config.mk WORK_HOME=/design/flow/orfs finish
[flow/config.mk]
export PLATFORM = sky130hd
export DESIGN_NAME = baud_rate
export DESIGN_NICKNAME = baud_rate
export VERILOG_FILES = /design/flow/design.v
export SDC_FILE = /design/flow/constraint.sdc
export NUM_CORES = 4
export LEC_CHECK = 1
export CORE_AREA = 10 10 74 74
export DIE_AREA = 0 0 84 84
[flow/constraint.sdc]
current_design baud_rate

set clk_period 3.6
set clk_io_pct 0.2

create_clock -name clk0 -period $clk_period [get_ports {clk}]

set non_clock_inputs [all_inputs -no_clocks]
set_input_delay [expr $clk_period * $clk_io_pct] -clock clk0 $non_clock_inputs
set_output_delay [expr $clk_period * $clk_io_pct] -clock clk0 [all_outputs]
[flow/design.v]
module baud_rate
  #(parameter BITS = 10)(
    input clk,
    input reset_n,
    input enable,
    input[BITS - 1 : 0] FINAL_VALUE,
    output done);
  reg [BITS - 1: 0] Q_reg,Q_next;
  always @(posedge clk, negedge reset_n) begin
    if(~reset_n)
      Q_reg <= 'b0;
    else if(enable)
      Q_reg <= Q_next;
    else
      Q_reg <= Q_reg;
  end
  assign done = Q_reg == FINAL_VALUE;
  always @(*)
    Q_next = done? 'b0 : Q_reg+1;
endmodule
==> results.cfg <==
; physical design summary
[status]
run_status = completed

[pwr]
p_leak_nw = 0.3598
pwr_density_cell_mw_per_mm2 = 544.3
fin_total_pwr_uw = 488.3
max-vdd-ir-drop_v = 0.0003665

[yosys]
ys_seq_elements = 10
synth.yosys.warnings = 1
part_of_the_yosys_area_used_for_sequential_elements = 0.3810
synth.yosys.num_cells = 65
ys_chip_area_um2 = 656.9
gate_count_of_the_mapped_netlist = 65
syn-cell-area_um2 = 656.9
netlist-cell-type-count = 22
syn-mean-instance-area_um2 = 10.11

[final_timing]
tightestPinTransition_ns = 0.5844
maxSlewViolCount = 0
final.period_utilization = 0.8493
fmax_mhz = 327.1
post_layout_minimum_cycle_time_ns = 3.057
rsz0062_at_grt = false
finalSetupViolations = 0
clock-skew-final_ns = 0.003280
timing.max_slew.rel_slack = 0.6092
hold_violations = 0
fin_worst_hold_slack_ns = 0.5869
finalSetupTns_ns = 0

[floorplan]
area_of_the_placeable_core_mm2 = 0.003971
top_level_ports = 14
die_area_mm2 = 0.007056
initial_core_util = 0.1654
rows = 23
die_span_in_y_um = 84
fp.dieW_um = 84

[placement]
numPlacedInstances = 127
numPortBuffers = 13
weighted_congestion_reported_at_the_end_of_routability_driven_placement = 0.7972
hpwlAfterDp_mm = 1.256

[global_route]
grt_usage = 0.04574
first_global_vias = 518
grt_overflow_total = 0
first_pass_grt_wire_length_mm = 2.615
number_of_antenna_violations_at_the_first_check_in_global_routing = 0
grt_max_degree = 17

[detailed_routing]
num_vias = 516
ratio_of_routed_vias_to_standard_cells = 3.939
drt_first_iter_violations = 14
route.antenna.remaining_nets = 0
detail_route.wirelength_mm = 1.578
diodes = 0
remaining_drc_errors = 0
drt_first_pass_iters = 4
wl_per_cell_um = 12.05

[setup_path]
timing_worst_setup_path_type = input pin to output pin
regToRegSetupSlack_ns = 2.09
critical_path_required_ns = 2.88
cp-start-kind = input pin
critical_path.endpoint_type = output pin
timing.critical_path.arrival_ns = 2.34
timing.critical_path.fanout_max = 4

[clock_tree]
htreeDepth = 1
tritoncts.num_buffers = 3
clock_latency_ns = 0.23
cts.hold.buffers_added = 0
tritoncts = done
post_cts.repair.setup_buffers = 0
path_clk_slew_ns = 0.05
ctsResizeCount = 0
cell_at_the_root_of_the_clock_tree = clkbuf_8
numClockSinks = 10
cts-root-to-sink-buffers = 2

[finish]
final_layout_size_suffix_gt1_frac = 0.1358
largest_reg_flops = 10
syn_to_final_growth_pct = 36.57
fillerInstances = 429
layout.cells.non_filler = 131
postLayoutCoreUtil = 0.2259

[worst_hold_path]
holdCritPathClass = flop to flop

[job]
timing.max_cap.violations = 0
warning_count = 25
[power breakdown]
part	switching [mW]	total (mW)	leakage, nW	internal (mW)
logic	0.0729	0.148	0.204	0.0754
clock network	0.0428	0.139	0.0288	0.0960
registers	0.0553	0.201	0.127	0.146
total	0.171	0.488	0.360	0.317
[placed cells by master, fill, tap and decap left out, types with 2 or more instances in the layout]
cell / count
nand2_1: 4
and3_1: 2
nand4_2: 3
xnor2_1: 14
xor2_1: 3
clkbuf_8: 4
inv_1: 5
nand4_1: 2
nor2_1: 3
a21oi_1: 7
clkdlybuf4s50_1: 13
dfrtp_1: 10
[worst max-delay path: stages]
cell	delay (ns)
clkdlybuf4s50_1	0.50
xnor2_1	0.13
nand4_1	0.25
nor3_4	0.24
clkdlybuf4s50_1	0.51
[area by class of cell]
cell class / count / area [um^2] / share of cell area
Inverter: 5 / 18.77 / 0.02092
Timing Repair Buffer: 14 / 137.6 / 0.1534
Clock buffer: 4 / 55.05 / 0.06137
Multi-Input combinational cell: 48 / 372.9 / 0.4156
Sequential cell: 10 / 250.2 / 0.2789
Tap cell: 50 / 62.56 / 0.06974
[routing by layer]
metal	vias to the layer above	global-route usage	share of wire	routed length, um
met5	-	0	0	0
met4	0	0.001522	0	0
met3	0	0.01575	0.047	74
met2	17	0.06063	0.39	619
met1	241	0.07139	0.56	884
li1	258	-	-	-
[stage by stage]
step | setup slack, ns | area [um^2]
5_1_grt | 0.4273 | 897.1
3_5_place_dp | 0.5597 | 842.1
6_report | 0.5425 | 897.1
2_1_floorplan | 1.545 | 656.9
3_3_place_gp | 0.5514 | 842.1
4_1_cts | 0.5367 | 897.1
[synth_stat cells]
| cell | instances | share of area |
|---|---|---|
| xnor2_1 | 14 | 0.19 |
| dfrtp_1 | 10 | 0.38 |
| a21oi_1 | 7 | 0.053 |
| inv_1 | 5 | 0.029 |
| nand2_1 | 4 | 0.023 |
| nand4_2 | 3 | 0.057 |
| nor2_1 | 3 | 0.017 |
| xor2_1 | 3 | 0.040 |
| and3_1 | 2 | 0.019 |
| nand4_1 | 2 | 0.019 |
| buf_6 | 1 | 0.017 |
| clkbuf_1 | 1 | 0.0057 |
| ha_1 | 1 | 0.019 |
| nand3_1 | 1 | 0.0076 |
| nor3_1 | 1 | 0.0076 |
| nor3_4 | 1 | 0.025 |
| nor4_4 | 1 | 0.032 |
| o21ai_0 | 1 | 0.0076 |
| o21ai_1 | 1 | 0.0076 |
| o22ai_2 | 1 | 0.019 |
| o311ai_0 | 1 | 0.013 |
| o32ai_1 | 1 | 0.013 |
[kinds of logic after synthesis]
| logic type | Yosys count | share of synthesized area |
|---|---|---|
| AOI/OAI and AO/OA | 12 | 0.1143 |
| buffers and inverters | 7 | 0.05142 |
| xor gates and xnor gates | 17 | 0.2267 |
| adders and majority gates | 1 | 0.01904 |
| DFF | 10 | 0.3810 |
| and+or+nand+nor | 18 | 0.2076 |
[path summary, 6_finish.rpt]
check	startpoint	endpoint	depth (start not counted)
hold / removal	Q_reg[9]	Q_reg[9]	2
setup reg to reg	Q_reg[0]	Q_reg[6]	5
max in group asynchronous	reset_n	Q_reg[4]	1
setup / recovery	FINAL_VALUE[4]	done	5
min in group asynchronous	reset_n	Q_reg[7]	1
hold reg to reg	Q_reg[9]	Q_reg[9]	2
No activity file was given, so power comes from the tool's default toggle rates.
